===== design/flow/design.v =====
module add_shift2(pc, imm_branch, pc_next );
input [31:0] pc;
input [31:0] imm_branch;  
output reg [31:0] pc_next;
always @(*) begin
    pc_next = pc + (imm_branch << 2);
end
endmodule

===== design/flow/run.sh =====
#!/bin/bash
# OpenROAD 26Q1-2900-gdf79404cd8, Yosys 0.63+post, stock flow scripts
make -C /OpenROAD-flow-scripts/flow DESIGN_CONFIG=/design/flow/config.mk WORK_HOME=/design/flow/orfs finish

===== design/flow/config.mk =====
export PLATFORM = sky130hd
export DESIGN_NAME = add_shift2
export DESIGN_NICKNAME = add_shift2
export VERILOG_FILES = /design/flow/design.v
export SDC_FILE = /design/flow/constraint.sdc
export NUM_CORES = 4
export LEC_CHECK = 1
export CORE_AREA = 10 10 84 84
export DIE_AREA = 0 0 94 94

===== design/flow/constraint.sdc =====
current_design add_shift2

set clk_period 12.0
set clk_io_pct 0.2

create_clock -name clk0 -period $clk_period

set non_clock_inputs [all_inputs -no_clocks]
set_input_delay [expr $clk_period * $clk_io_pct] -clock clk0 $non_clock_inputs
set_output_delay [expr $clk_period * $clk_io_pct] -clock clk0 [all_outputs]

==> out/results.ini <==
[detailed_routing]
final_antenna_net_count=0
wire_per_inst_um=14.5
vias=1964
routed_wl_um=5540
drt_iter0_markers=76
avgViaCountPerCell=5.13
drc=0
firstDrtPassIters=4
diodes=0

[worst_setup_path]
path_common_cell=clkdlybuf4s50_1
path_delay_family=buffers and inverters
end_kind=output pin
slowest_stage=clkdlybuf4s50_1
critical_path_buf_inv_count=3
max_stage_delay_ns=0.48
cp_cell_sequence=clkdlybuf4s50_1 > ha_1 > inv_1 > fa_1 > nor2b_1 > o2111ai_1 > and3_4 > o311ai_4 > a31oi_1 > o21ai_1 > xor2_1 > clkdlybuf4s50_1
cp_max_fo=4
cp-start-kind=input pin
worstPathArrival_ns=5.48
crit_path_start=pc[2]
critPathKind=in2out
required_ns=9.60

[synthesis]
synthCells=237
ys_cells=237
postSynthSeqShare_pct=0
yosysWarnings=1
syn_area_per_cell_um2=7.44
ys_types=52
syn_area_um2=1760
ys_area_um2=1760

[final_timing]
finalSetupViolCount=0
relSlewSlack_pct=76.8
fin_setup_tns_ns=0
worstMarginPinSlew_ns=0.339
fmax_mhz=127
hold_viol_final=0
holdWs_ns=4.80
slew_violations=0
final.period_utilization_pct=65.6
rsz0062_at_grt=false
timing.final.crit_period_ns=7.88

[placement]
gp_congestion=0.899
dp_cells=383
io_buffers=90
placed_cell_area_um2=2670
hpwl_um=4920

[floorplanning]
dieWidth_um=94
die_area_um2=8840
fp-utilization_pct=33.9
dieHeight_um=94
rows=26
core-area_um2=5200
num_io_pins=96

[global_route]
grt_overflow_total=0
grt_max_degree=10
grt_pass1_vias=1990
antenna_found_initial=0
track_usage_pct=12.0
grt_pass1_wl_um=9050

[power]
p_sw_mw=0.0627
p_int_mw=0.0923
clockPowerShare_pct=0
p_comb_share_pct=100.0
leakagePower_nw=1.11
fin_total_pwr_mw=0.155
power_density_nw_per_um2=58.0
ir_drop_mv=0.0207
p_seq_share_pct=0
switching_share_pct=40.5

[layout]
clockBufferCount=0
drive_gt1_share_pct=5.75
seq_cell_count=0
register_area_um2=0
logic_area_um2=1640
nFillCells=521
postLayoutCellArea_um2=2670
syn_to_final_growth_pct=51.6
final_cells=383

[min_path]
min-delay-start=pc[1]
hp-class=in2out

[status]
status=finished clean

[flow_run]
warnings=34
maxCapViolCount=0

[cts]
hold_buffers=0
cts_setup_buffers=0
cts_resized=0

-- power groups by stage --
| stage | clock [mW] | combinational [mW] | sequential [mW] |
|---|---|---|---|
| 4_1_cts | 0 | 0.158 | 0 |
| 6_report | 0 | 0.155 | 0 |
| 5_1_grt | 0 | 0.172 | 0 |
-- cell type report --
class | instances | share of cell area, %
tap | 70 | 3.28
inverter | 12 | 1.68
timing repair buffer | 90 | 33.7
multi-input combinational | 211 | 61.3
-- routing by layer --
layer / global-route usage [%] / share of wire, % / wire [µm]
met1: 15.8 / 46 / 2520
met2: 20.0 / 45 / 2500
met3: 3.47 / 9.3 / 516
met4: 0.127 / 0 / 0
met5: 0 / 0 / 0
-- Yosys cell counts, types with 4 or more instances --
library cell,number,area share [%]
nor3_1,6,1.7
o21ai_0,10,2.8
a21oi_1,23,6.5
nand2_1,19,4.0
o21bai_1,4,1.7
nand4_1,6,2.1
a31oi_1,4,1.4
clkbuf_1,7,1.5
xor2_1,8,4.0
o21ai_1,4,1.1
a21o_1,15,6.4
ha_1,29,21
nor2_1,15,3.2
xnor2_1,19,9.4
nand3_1,7,2.0
inv_1,12,2.6
-- layout by cell type (no fill, tap or decap), types with 7 or more instances in the layout --
cell,instances
o21ai_0,10
a21o_1,15
nor2_1,15
xnor2_1,19
nand2_1,19
xor2_1,8
clkdlybuf4s50_1,90
inv_1,12
a21oi_1,23
ha_1,29
nand3_1,7
-- metrics by stage --
step / util, % / setup slack (ns)
2_1_floorplan: - / 5.41
3_3_place_gp: 51.4 / 4.13
3_5_place_dp: 51.4 / 4.10
4_1_cts: 51.4 / 4.09
5_1_grt: 51.4 / 3.89
6_report: 51.4 / 4.12
-- cell families after synthesis --
kind of cell,after synthesis,synth area share (%)
xor+xnor,27,13.4
buf+inv,26,7.02
compound gates,89,39.7
fa+ha+maj,30,21.7
simple gates,65,18.2
-- path summary, 6_finish.rpt --
check | slack [ns] | depth (start not counted) | to
min | 4.80 | 0 | pc_next[1]
max | 4.12 | 12 | pc_next[28]
Power is estimated from default activity; no workload was simulated.
