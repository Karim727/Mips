==> design/flow/design.v <==
module alu(alu_control,rs,mux_2to1_out,alu_result,zero_flag,shamt);
input [31:0]rs,mux_2to1_out;
input [3:0]alu_control;
input [4:0] shamt;
output reg zero_flag;
output reg [31:0] alu_result;
always@(*)begin
    case(alu_control)
        4'b0000: alu_result = rs & mux_2to1_out;  
        4'b0001: alu_result = rs | mux_2to1_out;
        4'b0010: alu_result = rs + mux_2to1_out; 
        4'b0011: alu_result = rs ^ mux_2to1_out;
        4'b0110: alu_result = rs - mux_2to1_out; 
        4'b0111: alu_result = (rs < mux_2to1_out) ? 32'b1 : 32'b0;  
        4'b1000: alu_result = mux_2to1_out << shamt;  
        4'b1001: alu_result = mux_2to1_out >> shamt ;  
        4'b1010: alu_result = mux_2to1_out >>> shamt;  
        4'b1100: alu_result = ~(rs | mux_2to1_out);  
        4'b1101: alu_result = mux_2to1_out << 16;  
        default: alu_result = 32'b0; 
    endcase
    zero_flag = (alu_result == 32'b0) ? 1'b1 : 1'b0;
end
endmodule
==> design/flow/run.sh <==
#!/bin/bash
# OpenROAD 26Q1-2900-gdf79404cd8, Yosys 0.63+post, stock flow scripts
make -C /OpenROAD-flow-scripts/flow DESIGN_CONFIG=/design/flow/config.mk WORK_HOME=/design/flow/orfs finish
==> design/flow/config.mk <==
export PLATFORM = sky130hd
export DESIGN_NAME = alu
export DESIGN_NICKNAME = alu
export VERILOG_FILES = /design/flow/design.v
export SDC_FILE = /design/flow/constraint.sdc
export NUM_CORES = 4
export LEC_CHECK = 1
export CORE_UTILIZATION = 30
==> design/flow/constraint.sdc <==
current_design alu

set clk_period 21.1
set clk_io_pct 0.2

create_clock -name clk0 -period $clk_period

set non_clock_inputs [all_inputs -no_clocks]
set_input_delay [expr $clk_period * $clk_io_pct] -clock clk0 $non_clock_inputs
set_output_delay [expr $clk_period * $clk_io_pct] -clock clk0 [all_outputs]
==> summary.txt <==
On the backend side, the flow ran end to end.

The flow ran to the end, and the final reports show no timing, DRC or antenna violations. Setup repair after global routing left no endpoint under its margin. Entering global routing, the biggest net connects 64 pins. The cell depth of the worst hold path stands at 5. The cell count after synthesis stands at 1,504. The register area share after synthesis stands at 0.

Summed over all cells, the static leakage comes to 4.76 nW. The number of search-and-repair iterations in the first detailed-routing pass stands at 7. The minimum setup slack after placement stands at 6.92 ns.

Pins over their slew limit in the final report were tallied at 0. Of the available clock period, the critical path in the final layout requires 0.679. The setup slack of the critical path after layout stands at 6.78 ns. The share of synthesized area in the top cell type comes to 0.122.

The worst setup path is launched from a primary input. The final global-route overflow total stands at 0. Counting the clock-network buffers in the layout gives 0. Counting the warning lines in the Yosys log gives 1. Per the Yosys statistics, synthesis produced 1,504 cells. The worst slew margin relative to its limit stands at 0.339.

The synthesis run shows the most used standard cells to be sky130_fd_sc_hd__nor2_1 (133), sky130_fd_sc_hd__nand2_1 (131), sky130_fd_sc_hd__a21oi_1 (104). The initial antenna violation count was 3. Per the layout report, the design carries 3,776 filler cells. The synthesized design spends more area on one cell type than any other, namely sky130_fd_sc_hd__ha_1. After clock tree synthesis, the setup repair step added 0 buffers. Per the post-synthesis stats, the area per cell is 6.97 µm².

Detailed placement ended at an HPWL of 48,200 µm. The first global-routing pass estimated 89,300 µm of wire. In the synthesis report, Yosys lists the chip area as 10,500 µm².

The measured slew at the worst slew-check pin stands at 0.984 ns. The wire length recorded after detailed routing is 62,500 µm. The final layout reports a setup TNS of 0 ns. The design has 0 sequential cells. The die extent in x stands at 189 µm. Across the VDD grid, the largest voltage drop is 0.0202 mV.

The number of global-route vias before repair was 12,200. For this run, the detailed router reports a per-instance via density of 6.65. Per the final layout report, the fraction of cells sized above drive strength 1 comes to 0.100. For reference, the most critical setup path is categorized as primary input to primary output. The logs give a warning total of 102. The iteration-0 DRC count of the detailed router stands at 1,557.

Measured along the y axis, the die boundary spans 189 µm. The post-synthesis instance area stands at 10,500 µm². Looking at the hold checks, the worst path lands on alu_result[4].

The number of library cell types mapped by synthesis stands at 85. The routed via count stands at 13,200. The number of endpoints with negative hold slack in the final report stands at 0. The critical path endpoint has a required time of 16.88 ns. The worst setup path is captured at a primary output.

According to the hold report, the worst path is of the primary input to primary output type. The congestion estimate from routability-driven global placement came to 1.06. According to the timing report, the arrival time at the worst endpoint equals 10.10 ns. The flow measured a signed area growth from synthesis to layout of 13.3%.

Sorting the synthesis cell report by count puts at the top sky130_fd_sc_hd__nor2_1. Buffers placed on the I/O ports in this run total 106. The chip footprint stands at 35,700 µm². Ranked by total cell area, the synthesized netlist is headed by sky130_fd_sc_hd__ha_1 (12%), sky130_fd_sc_hd__mux4_2 (7.7%), sky130_fd_sc_hd__mux2i_1 (6.6%). The maximum clock frequency stands at 69.8 MHz. The share of the core filled by cells before placement stands at 0.304.

The highest net fanout along the worst path stands at 12. The area taken by flip-flops and latches stands at 0 µm². 106 I/O pins were placed. After detailed routing, the number of remaining DRC violations is 0. After floorplanning, the core was sized to cover 34,500 µm². Per the summary, power density relative to cell area is 29.2 nW/µm².

The placement row count stands at 68. For the worst min-delay path, the startpoint reported by OpenROAD is alu_control[0]. The number of inserted diodes stands at 0. Once the clock tree was built, the resizer swapped 0 gates to a different size. The mean routed wirelength per cell stands at 31.6 µm.

For the finished layout, the period the worst path requires is 14.32 ns. The number of maximum-capacitance violations recorded for the run is 0. The number of buffers added to fix hold violations after cts stands at 0. For this run, the total global-route usage over all layers was measured as 0.350. The post-detailed-route count of antenna-violating nets stands at 0.

For this run, the final setup violation count is recorded as 0.
[placed cells by master (no fill, tap or decap), drive strengths merged, types with 11 or more instances in the layout]
cell type / netlist / final
clkdlybuf4s50: 0 / 101
mux2: 28 / 28
nand2b: 15 / 15
buf: 65 / 62
a31oi: 22 / 22
o21bai: 12 / 12
a22oi: 21 / 21
a211oi: 33 / 33
xnor2: 11 / 11
nand3: 28 / 28
o22ai: 24 / 24
nor2b: 21 / 21
nand2: 131 / 131
o211ai: 44 / 44
o21ai: 79 / 79
inv: 102 / 102
nor4: 25 / 25
o31ai: 17 / 17
or3: 12 / 12
a21o: 20 / 20
a221oi: 24 / 24
o221ai: 13 / 13
nand4: 17 / 17
mux2i: 69 / 69
a21oi: 104 / 104
nor3: 37 / 37
nor2: 133 / 133
ha: 102 / 102
mux4: 40 / 40
[worst max-delay path, cell delays in order]
cell	delay, ns
sky130_fd_sc_hd__clkdlybuf4s50_1	1.06
sky130_fd_sc_hd__inv_1	0.26
sky130_fd_sc_hd__ha_1	0.60
sky130_fd_sc_hd__inv_1	0.18
sky130_fd_sc_hd__a211oi_1	0.58
sky130_fd_sc_hd__nand2_1	0.14
sky130_fd_sc_hd__a31oi_1	0.44
sky130_fd_sc_hd__o221a_2	0.26
sky130_fd_sc_hd__o211ai_1	0.13
sky130_fd_sc_hd__or3_1	0.50
sky130_fd_sc_hd__or4_1	0.50
sky130_fd_sc_hd__a2111oi_4	0.33
sky130_fd_sc_hd__nand4_1	0.14
sky130_fd_sc_hd__nor4bb_1	0.26
sky130_fd_sc_hd__clkdlybuf4s50_1	0.49
[metal layers]
layer | GRT usage | share of wire | vias up
met5 | 0 | 0.00046 | -
met4 | 0.131 | 0.045 | 4
met3 | 0.0543 | 0.091 | 144
met2 | 0.525 | 0.43 | 837
met1 | 0.508 | 0.43 | 6382
li1 | - | - | 5798
[worst max path at each step]
stage	slack (ns)	startpoint	to	cells past startpoint
finish	6.78	mux_2to1_out[5]	zero_flag	15
CTS	6.93	mux_2to1_out[5]	zero_flag	15
global route	6.53	mux_2to1_out[5]	zero_flag	15
[per-stage QoR]
step	hold slack, ns	instances	cell area (µm²)	util	power [mW]
floorplan	8.70	1504	10500	-	0.198
global placement	9.53	1981	11900	0.345	0.339
detailed placement	9.52	1981	11900	0.345	0.335
CTS	9.53	1981	11900	0.345	0.337
global route	9.60	1981	11900	0.345	0.365
finish	9.52	1981	11900	0.345	0.347
[layout make-up]
cell class                      count  area, µm²  area share
Inverter                          102        383      0.0323
Timing Repair Buffer              163       1470       0.124
Multi-Input combinational cell   1261       9450       0.796
Tap cell                          455        569      0.0480
[cell families after synthesis]
logic type | synth area share
compound gates | 0.364
xor+xnor | 0.0100
buf+inv | 0.101
simple gates | 0.215
mux | 0.183
fa+ha+maj | 0.126
[power breakdown]
part	total (mW)	internal, mW	switching, mW
sequential	0	0	0
combinational	0.347	0.129	0.218
clock	0	0	0
total	0.347	0.129	0.218
Power figures rest on the tool's default switching activity, not on a simulated workload.
